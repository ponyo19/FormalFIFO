===== ./run.sh =====
#!/bin/bash
# OpenROAD 26Q1-2900-gdf79404cd8, Yosys 0.63+post, stock flow scripts
make -C /OpenROAD-flow-scripts/flow DESIGN_CONFIG=/design/flow/config.mk WORK_HOME=/design/flow/orfs finish

===== ./config.mk =====
export PLATFORM = sky130hd
export DESIGN_NAME = fifo_controller
export DESIGN_NICKNAME = fifo_controller
export VERILOG_FILES = /design/flow/design.v
export SDC_FILE = /design/flow/constraint.sdc
export NUM_CORES = 4
export LEC_CHECK = 1
export CORE_AREA = 10 10 79 79
export DIE_AREA = 0 0 89 89

===== ./constraint.sdc =====
current_design fifo_controller

set clk_period 3.2
set clk_io_pct 0.2

create_clock -name clk0 -period $clk_period [get_ports {in_clk}]

set non_clock_inputs [all_inputs -no_clocks]
set_input_delay [expr $clk_period * $clk_io_pct] -clock clk0 $non_clock_inputs
set_output_delay [expr $clk_period * $clk_io_pct] -clock clk0 [all_outputs]

===== ./design.v =====
module fifo_controller #(
    parameter ADDR_WIDTH = 4
) (
    input logic     in_clk,
    input logic     in_rst,
    input logic     in_ren,
    input logic     in_wen,
    output logic    out_empty,
    output logic    out_full,
    output logic [ADDR_WIDTH-1:0] out_raddr,
    output logic [ADDR_WIDTH-1:0] out_waddr
);
    logic [ADDR_WIDTH:0] raddr_ptr;
    logic [ADDR_WIDTH:0] waddr_ptr;
    logic rloop;
    logic wloop;
    assign rloop = raddr_ptr[ADDR_WIDTH];
    assign wloop = waddr_ptr[ADDR_WIDTH];
    assign out_raddr = raddr_ptr[ADDR_WIDTH-1:0];
    assign out_waddr = waddr_ptr[ADDR_WIDTH-1:0];
    assign out_empty    = (rloop == wloop) && (out_raddr == out_waddr);
    assign out_full     = (rloop != wloop) && (out_raddr == out_waddr);
    always @(posedge in_clk) begin
        if (in_rst) begin  
            waddr_ptr = 0;
            raddr_ptr = 0;
        end else begin
            if (in_ren && !out_empty)
                raddr_ptr <= raddr_ptr + 1;
            if (in_wen && !out_full)
                waddr_ptr <= waddr_ptr + 1;
        end
    end
endmodule

==> summary.json <==
{
  "total_via_count_after_detailed_routing": 519,
  "internal_power_uw": 274,
  "synth-area-yosys_um2": 622,
  "final.min_clock_period_ps": 2700,
  "cts_num_sinks": 10,
  "per_cell_via_count_in_the_routed_design": 3.79,
  "routabilityCongestion": 0.745,
  "critPathCaptureType": "output pin",
  "vdd_drop_max_uv": 86.5,
  "power.share.switching_pct": 27.4,
  "grt-ovfl-total": 0,
  "clockBufferDepth": 2,
  "crit_path_cell_trace": "xor2_1 > nor4_4 > and2_2 > clkdlybuf4s50_1",
  "die_y_um": 89,
  "ctsRootBufferMaster": "sky130_fd_sc_hd__clkbuf_8",
  "holdWs_ps": 523,
  "layout.filler_cells": 511,
  "drt-initial-drc-count": 14,
  "pwr_density_cell_nw_per_um2": 437,
  "critical_path.startpoint_type": "flip-flop",
  "post-cts-setup-buffers": 0,
  "final.setup.worst_slack_ps": 498,
  "placeableCoreArea_um2": 4660,
  "grt_start_max_net_pins": 17,
  "seq_power_share_pct": 38.2,
  "grt_use_total_pct": 3.86,
  "htree_levels": 1,
  "worst_setup_hold_path_clk_slew_ps": 50,
  "drc_errors": 0,
  "yosysTopAreaCell": "sky130_fd_sc_hd__dfxtp_1",
  "finalWirelength_um": 1490,
  "critPathArrivalTime_ps": 2060,
  "worst-setup-path-type": "reg2out",
  "synth-warning-count": 1,
  "wire_length_per_cell_after_detailed_routing_um": 10.9,
  "cts_repair_resize_count": 0,
  "leakage_uw": 0.000356,
  "cp_max_fo": 10,
  "postSynthCellCount": 67,
  "clkLatencyLatePin_ps": 230,
  "worst-path-buf-inv": 1,
  "cts_buffers": 3,
  "highest_achievable_clock_rate_mhz": 370,
  "yosys-stat-cells": 67,
  "layout-area-overhead-vs-synth_pct": 39.0,
  "die_area_um2": 7920,
  "slew_violations": 0,
  "io_buffer_count": 13,
  "timing.final.crit_share_pct": 84.4,
  "cts_tree": "built",
  "net_switching_power_figure_uw": 104,
  "yosysTopAreaCellShare_pct": 32.2,
  "tightest_slew_ps": 546,
  "dieWidth_um": 89,
  "min_path_type": "reg2reg",
  "post_cts_hold_buffer_count": 0,
  "total_power_uw": 378,
  "grt_antenna_before_repair": 0,
  "drt_pass1_iterations": 4,
  "required_ps": 2560,
  "route.antenna.diode_count": 0,
  "hold_violations": 0,
  "drive_gt1_share_pct": 13.3,
  "synthesis.area_per_instance_um2": 9.28,
  "grt_setup_unrepaired": "false",
  "netlist-cell-type-count": 19,
  "worst_path_largest_cell_delay_ps": 560,
  "grt_pass1_wl_um": 2510,
  "drt.antenna.violating_nets": 0,
  "postSynthRegisterBits": 10,
  "layout.cells.most_common": "sky130_fd_sc_hd__clkdlybuf4s50_1",
  "topCellsByArea": "sky130_fd_sc_hd__dfxtp_1 (32%), sky130_fd_sc_hd__mux2_1 (9.1%), sky130_fd_sc_hd__nor2b_1 (7.0%)",
  "postSynthSeqShare_pct": 32.2,
  "syn-cell-area_um2": 622,
  "log.warning_count": 25,
  "io_pins": 14,
  "slew_headroom_pct": 63.4,
  "crit_path_top_delay_cell": "sky130_fd_sc_hd__nor4_4",
  "share_clk_of_total_power_pct": 34.6,
  "grt_pass1_vias": 509,
  "run_status": "completed",
  "layout.cells.most_common_list": "sky130_fd_sc_hd__clkdlybuf4s50_1 (13), sky130_fd_sc_hd__dfxtp_1 (10), sky130_fd_sc_hd__nor2b_1 (7), sky130_fd_sc_hd__nor2_1 (7), sky130_fd_sc_hd__a21oi_1 (6)",
  "final.setup.tns_ps": 0,
  "combinationalPowerShare_pct": 27.2,
  "initial_cell_density_of_the_core_pct": 13.3,
  "setup_viol": 0,
  "setup.reg_to_reg.worst_slack_ps": 1480,
  "placement_rows": 25,
  "maxCapViolations": 0,
  "critical-path-top-delay-family": "simple AND/OR/NAND/NOR gates",
  "worst_clock_skew_ps": 0.315,
  "detailedPlace.worstSlack_ps": 742
}
-- per-stage QoR --
| step | instances | area, um2 | util, % |
|---|---|---|---|
| after floorplan | 67 | 622 | - |
| after global placement | 134 | 823 | 17.7 |
| after detailed placement | 134 | 823 | 17.7 |
| after CTS | 137 | 865 | 18.6 |
| after global routing | 137 | 865 | 18.6 |
| final | 137 | 865 | 18.6 |
-- sequential cells by signal, summed over array words and instances, names as in the netlist --
name	cells
raddr_ptr	5
waddr_ptr	5
-- synth_stat cells --
| master | number |
|---|---|
| sky130_fd_sc_hd__a211oi_1 | 1 |
| sky130_fd_sc_hd__a21boi_2 | 2 |
| sky130_fd_sc_hd__a21oi_1 | 6 |
| sky130_fd_sc_hd__a311o_1 | 1 |
| sky130_fd_sc_hd__and2_2 | 2 |
| sky130_fd_sc_hd__clkbuf_1 | 1 |
| sky130_fd_sc_hd__dfxtp_1 | 10 |
| sky130_fd_sc_hd__ha_1 | 2 |
| sky130_fd_sc_hd__inv_1 | 2 |
| sky130_fd_sc_hd__mux2_1 | 5 |
| sky130_fd_sc_hd__mux2_4 | 2 |
| sky130_fd_sc_hd__mux2i_1 | 2 |
| sky130_fd_sc_hd__nand2_1 | 5 |
| sky130_fd_sc_hd__nand4_1 | 5 |
| sky130_fd_sc_hd__nor2_1 | 7 |
| sky130_fd_sc_hd__nor2b_1 | 7 |
| sky130_fd_sc_hd__nor4_4 | 1 |
| sky130_fd_sc_hd__xnor2_1 | 1 |
| sky130_fd_sc_hd__xor2_1 | 5 |
-- kinds of logic (layout without fill, tap and decap cells) --
| family | count (synthesis) | count (layout) | synth area share (%) |
|---|---|---|---|
| simple gates | 27 | 27 | 25.2 |
| fa+ha+maj | 2 | 2 | 4.02 |
| buf+inv | 3 | 19 | 1.81 |
| flops | 10 | 10 | 32.2 |
| mux | 9 | 9 | 17.1 |
| xor+xnor | 6 | 6 | 8.45 |
| compound gates | 10 | 10 | 11.3 |
-- power by group through the flow --
stage	clock, uW	combinational (uW)	sequential [uW]
4_1_cts	134	104	145
6_report	131	103	144
5_1_grt	140	113	147
-- path summary, 6_finish.rpt --
kind / end / startpoint / cells after the start
min: raddr_ptr[1] / raddr_ptr[1] / 2
max: out_empty / waddr_ptr[1] / 4
min reg2reg: raddr_ptr[1] / raddr_ptr[1] / 2
max reg2reg: waddr_ptr[4] / waddr_ptr[1] / 4
-- routing by layer --
| layer | vias up | part of all wire, % | routed length (um) | global-route usage, % |
|---|---|---|---|---|
| li1 | 270 | - | - | - |
| met5 | - | 0 | 0 | 0 |
| met3 | 2 | 6.6 | 98 | 1.19 |
| met4 | 0 | 1.7 | 26 | 0.867 |
| met1 | 236 | 48 | 723 | 5.33 |
| met2 | 11 | 43 | 643 | 5.78 |
-- area by class of cell --
cell class	count	area [um2]	area share, %
clock buffers	3	41.3	4.78
inverters	2	7.51	0.868
multi-input cells	54	410	47.5
flip-flops and latches	10	200	23.2
well taps	54	67.6	7.81
repair buffers	14	138	15.9
-- tightest hold or removal path: stages, from the launching register on --
cell                      delay, ps
sky130_fd_sc_hd__dfxtp_1        350
sky130_fd_sc_hd__nand2_1         70
sky130_fd_sc_hd__mux2i_1         50
Power figures rest on the tool's default switching activity, not on a simulated workload.
